`flow/design.v`:
```
module cache(
    clk,
    proc_reset,
    proc_read,
    proc_write,
    proc_addr,
    proc_rdata,
    proc_wdata,
    proc_stall,
    mem_read,
    mem_write,
    mem_addr,
    mem_rdata,
    mem_wdata,
    mem_ready
);
    input          clk;
    input          proc_reset;
    input          proc_read, proc_write;
    input   [29:0] proc_addr;
    input   [31:0] proc_wdata;
    output         proc_stall;
    output  [31:0] proc_rdata;
    input  [127:0] mem_rdata;
    input          mem_ready;
    output         mem_read, mem_write;
    output  [27:0] mem_addr;
    output [127:0] mem_wdata;
parameter BLOCK_WIDTH = 128;
parameter TAG_WIDTH = 25;
parameter WORD_WIDTH = 32;
parameter LINE_NUM = 8;
localparam S_IDLE = 0, S_WB = 1, S_FETCH = 2;
genvar gen_i;
integer i;
reg                     valid_next;  
reg                     dirty_next;  
wire                    input_src;  
reg  [BLOCK_WIDTH-1:0]  wdata;       
wire  [BLOCK_WIDTH-1:0]  rdata;      
wire [2:0]              index_i;
wire [1:0]              offset_i;
reg  [1:0]              state_r, state_w;
reg                     lru_lines_r [0:LINE_NUM-1], lru_lines_w   [0:LINE_NUM-1];      
wire                    hit;  
wire                    dirty;
wire [TAG_WIDTH-1:0]    tag;
reg                     stall;
reg                     wen;  
reg                     update;
set set_0(
    .clk(clk),
    .rst(proc_reset),
    .write_i(wen),
    .update_i(update),
    .valid_i(valid_next),
    .dirty_i(dirty_next),
    .input_src_i(input_src),
    .wdata_i(wdata),
    .addr_i(proc_addr),
    .dirty_o(dirty),
    .hit_o(hit),
    .tag_o(tag),
    .rdata_o(rdata)
);
assign index_i = proc_addr[4:2];
assign offset_i = proc_addr[1:0];
assign input_src = (state_r == S_FETCH);
assign mem_read = (state_r == S_FETCH);
assign mem_write = (state_r == S_WB);
assign mem_addr = (state_r == S_WB) ? {tag, index_i} : proc_addr[29:2];
assign mem_wdata = (state_r == S_WB) ? rdata : 0;
assign proc_stall = !(state_r == S_IDLE && hit);
assign proc_rdata = rdata[WORD_WIDTH*offset_i +: WORD_WIDTH];
always @(*) begin:state_logic
    state_w = state_r;
    update = 0;
    valid_next = 0;
    dirty_next = 0;
    wen = 0;
    wdata = 0;
    case (state_r)
        S_IDLE: begin
            if (proc_read || proc_write) begin
                if (!hit) begin
                    if (dirty) 
                        state_w = S_WB;
                    else
                        state_w = S_FETCH;
                end else begin
                    if (proc_write) begin
                        wen = 1;
                        update = 1;
                        valid_next = 1;
                        dirty_next = 1;
                        wdata = proc_wdata;
                    end
                    state_w = S_IDLE;
                end
            end else begin
                state_w = S_IDLE;
            end
        end
        S_WB: begin
            if (mem_ready) begin
                state_w = S_FETCH;
            end else begin
                state_w = S_WB;
            end
        end
        S_FETCH: begin
            if (mem_ready) begin
                state_w = S_IDLE;
                wen = 1;
                update = 1;
                valid_next = 1;
                if (proc_write) begin  
                    dirty_next = 1;
                    case (offset_i)
                        2'b00: wdata = {mem_rdata[127:32], proc_wdata[31:0]};
                        2'b01: wdata = {mem_rdata[127:64], proc_wdata[31:0], mem_rdata[31:0]};
                        2'b10: wdata = {mem_rdata[127:95], proc_wdata[31:0], mem_rdata[63:0]};
                        2'b11: wdata = {proc_wdata, mem_rdata[95:0]};
                    endcase
                end else begin
                    wdata = mem_rdata;
                    dirty_next = 0;
                end
            end else begin
                state_w = S_FETCH;
            end
        end
    endcase
end
always @(posedge clk) begin
    if (proc_reset) begin
        state_r <= S_IDLE;
        for (i = 0;i < LINE_NUM; i = i + 1) begin
            lru_lines_r[i] <= 0;
        end
    end else begin
        state_r <= state_w;
        for (i = 0;i < LINE_NUM; i = i + 1) begin
            lru_lines_r[i] <= lru_lines_w[i];
        end
    end
end
endmodule
module set #(
    parameter LINE_NUM = 8,
    parameter TAG_WIDTH = 25,
    parameter BLOCK_WIDTH = 128
)(
    input clk,
    input rst,
    input write_i,
    input update_i,
    input valid_i,
    input dirty_i,
    input input_src_i,  
    input [BLOCK_WIDTH-1:0] wdata_i,
    input [29:0] addr_i,
    output        dirty_o,
    output        hit_o, 
    output [TAG_WIDTH-1:0] tag_o,
    output [BLOCK_WIDTH-1:0] rdata_o
);
wire                      valid_lines [0:LINE_NUM-1];
wire                      dirty_lines [0:LINE_NUM-1];
wire    [TAG_WIDTH-1:0]   tag_lines   [0:LINE_NUM-1];
wire    [BLOCK_WIDTH-1:0] rdata_lines [0:LINE_NUM-1];
wire    [24:0]            tag_i;
wire    [2:0]             index_i;
wire    [1:0]             offset_i;
wire                      valid;
wire                      dirty;
wire                      hit;
wire    [BLOCK_WIDTH-1:0] rdata;
wire    [1:0]             offset;
reg                       wen_lines    [0:LINE_NUM-1];  
wire                      valid_next;  
wire                      dirty_next;  
reg     [BLOCK_WIDTH-1:0] wdata;       
genvar gen_i;
integer i;
assign {tag_i, index_i, offset_i} = addr_i;
assign valid = valid_lines[index_i];
assign dirty = dirty_lines[index_i];
assign rdata  = rdata_lines[index_i];
assign hit  = (valid && (tag_i == tag_lines[index_i]));
assign hit_o = hit;
assign rdata_o = rdata;
assign dirty_o = dirty;
assign tag_o = tag_lines[index_i];
generate
    for (gen_i = 0; gen_i < LINE_NUM; gen_i = gen_i + 1) begin:gen_blk2
        line l(
            .clk(clk),
            .rst(rst),
            .write_i(wen_lines[gen_i]),
            .valid_i(valid_next),
            .dirty_i(dirty_next),
            .tag_i(tag_i),
            .wdata_i(wdata),
            .valid_o(valid_lines[gen_i]),
            .dirty_o(dirty_lines[gen_i]),
            .tag_o(tag_lines[gen_i]),
            .rdata_o(rdata_lines[gen_i])
        );
    end
endgenerate
always @(*) begin
    for (i = 0; i < LINE_NUM; i = i + 1) begin
        wen_lines[i] = (write_i || update_i)&& (index_i == i);
    end
    if (write_i) begin
        if (input_src_i) begin
            wdata = wdata_i;
        end else begin
            case(offset_i)
                2'b00: wdata = {rdata[127:32], wdata_i[31:0]};
                2'b01: wdata = {rdata[127:64], wdata_i[31:0], rdata[31:0]};
                2'b10: wdata = {rdata[127:95], wdata_i[31:0], rdata[63:0]};
                2'b11: wdata = {wdata_i, rdata[95:0]};
            endcase
        end
    end else begin
        wdata = rdata;
    end
end
assign valid_next = (update_i) ? valid_i : valid;
assign dirty_next = (update_i) ? dirty_i : dirty;
endmodule
module line #(
    parameter TAG_WIDTH = 25,
    parameter BLOCK_WIDTH = 128,
    parameter WORD_WIDTH = 32
)(
    input clk,
    input rst,
    input write_i,
    input valid_i,
    input dirty_i,
    input [TAG_WIDTH-1:0] tag_i,
    input [BLOCK_WIDTH-1:0] wdata_i,
    output valid_o,
    output dirty_o,
    output [24:0] tag_o,
    output [BLOCK_WIDTH-1:0] rdata_o
);
integer i;
reg         valid_r, valid_w;
reg         dirty_r, dirty_w;
reg [TAG_WIDTH-1:0] tag_r, tag_w;
reg [BLOCK_WIDTH-1:0]  data_r, data_w;
assign valid_o = valid_r;
assign dirty_o = dirty_r;
assign tag_o = tag_r;
assign rdata_o = data_r;
always @(*) begin:update_logic
    if (write_i) begin
        valid_w = valid_i;
        dirty_w = dirty_i;
        tag_w = tag_i;
        data_w = wdata_i;
    end else begin
        valid_w = valid_r;
        dirty_w = dirty_r;
        tag_w = tag_r;
        data_w = data_r;
    end
end
always @(posedge clk) begin
    if (rst) begin
        valid_r <= 0;
        dirty_r <= 0;
        tag_r <= 0;
        data_r <= 0;
    end else begin
        valid_r <= valid_w;
        dirty_r <= dirty_w;
        tag_r <= tag_w;
        data_r <= data_w;
    end
end
endmodule
```
`flow/run.sh`:
```
#!/bin/bash
# OpenROAD 26Q1-2900-gdf79404cd8, Yosys 0.63+post, stock flow scripts
make -C /OpenROAD-flow-scripts/flow DESIGN_CONFIG=/design/flow/config.mk WORK_HOME=/design/flow/orfs finish
```
`flow/config.mk`:
```
export PLATFORM = sky130hd
export DESIGN_NAME = cache
export DESIGN_NICKNAME = cache
export VERILOG_FILES = /design/flow/design.v
export SDC_FILE = /design/flow/constraint.sdc
export NUM_CORES = 4
export LEC_CHECK = 1
export CORE_UTILIZATION = 30
```
`flow/constraint.sdc`:
```
current_design cache

set clk_period 34.1
set clk_io_pct 0.2

create_clock -name clk0 -period $clk_period [get_ports {clk}]

set non_clock_inputs [all_inputs -no_clocks]
set_input_delay [expr $clk_period * $clk_io_pct] -clock clk0 $non_clock_inputs
set_output_delay [expr $clk_period * $clk_io_pct] -clock clk0 [all_outputs]
```
==> impl_metrics.ini <==
; implementation run metrics
[critical_path]
reg2reg_depth = 13
crit_path_max_incr_delay_ns = 1.17
startpoint_type = input port
crit_type = in2out
timing.rr.start = state_r[1]
crit_chain = buf_8 > buf_4 > buf_4 > buf_12 > inv_4 > buf_12 > o21ai_0 > a221oi_1 > nor3_1 > clkdlybuf4s50_1
crit_slowest_cell = nor3_1
regToRegSetupSlack_ns = 28.89
critPathMaxFanout = 86
timing.rr.end = set_0.gen_blk2[2].l.data_r[122]
worstPathArrival_ns = 11.98
cp-end-kind = output port
worstPathRequired_ns = 27.28

[synthesis]
top_cells_by_count = 1632 x nor2_1, 1243 x dfxtp_1, 832 x nand2_1, 558 x nor3_1, 498 x a21oi_1
synth_stat.cells = 7614
ys_warn_count = 6
synth_cells = 7614
ys_chip_area_mm2 = 0.0593
async_reset_ff_share_pct = 0
synth_seq_share_pct = 42.0
netlist-cell-type-count = 83
top_cell = nor2_1
ff_type = dfxtp_1
synth_top_cell_by_area = dfxtp_1
edf_count = 0
ys.flops = 1243
synth.top_cell.area_share_pct = 42.0
avgSynthCellArea_um2 = 7.78
area_leaders = dfxtp_1 42%, nor2_1 10%, nand2_1 5.3%, nor3_1 4.7%, a21oi_1 4.2%
syn_area_mm2 = 0.0593

[grt]
grt.overflow.total = 0
grt_pass1_wl_um = 416000
track_usage_pct = 29.7
grt_pass1_vias = 55200
grt_max_degree = 140
antenna_found_initial = 25

[sta]
slew_viol_final = 0
max_freq_mhz = 53.2
finalHoldViolCount = 0
worst_slew_pin_slew_ns = 1.44
skew_ns = 0.0253
setup_viol = 0
relSlewSlack_pct = 3.43
min_period_ns = 18.80
setup_tns_ns = 0
rsz0062_at_grt = false
fin_crit_sh_pct = 55.1
setup_ws_ns = 15.30

[route]
remaining_drc_errors = 0
wirelength_um = 295000
vias_per_cell = 5.76
wire_per_inst_um = 28.5
via_count = 59800
drt_iter0_drc = 6605
dr.pass1.iters = 6
drt.antenna.violating_nets = 0

[clock_tree]
cts_buffer_depth = 3
cts_buffers = 133
clk_pin_slew_worst_paths_ns = 0.06
ctsRootBufferMaster = clkbuf_16
post_cts_buffers = 0
cts_resized = 0
clock_sinks = 1243
postCtsHoldBufs = 0
tritoncts = done
h-tree-depth = 4
clk_latency_ns = 0.80

[outcome]
status = finished clean

[place]
hpwl_um = 188000
port_buffers = 385
gp_congestion = 1.05
place_ws_ns = 14.98
dpl_cell_area_mm2 = 0.0655

[finish]
synthToLayoutAreaGrowth_pct = 17.8
stdcell_area_mm2 = 0.0698
drive_gt1_share_pct = 9.10

[power]
irDropWorstVdd_v = 0.0000429
p_leak_nw = 25.0
p_per_area_mw_per_mm2 = 48.2

[floorplanning]
initial_core_util_pct = 30.3
dieArea_mm2 = 0.199
rows = 162
die_y_um = 446
core_mm2 = 0.196
io_pins = 386
die_width_um = 446

[run]
drv_cap = 0
warnings = 35

[hold_path]
worstHoldEndpoint = set_0.gen_blk2[1].l.tag_r[3]
worstHoldStart = set_0.gen_blk2[1].l.tag_r[3]
hold_depth = 2
hp-class = reg2reg
-- logic make-up (layout without fill, tap and decap cells) --
| kind of cell | after synthesis | after routing | synth area share, % |
|---|---|---|---|
| and+or+nand+nor | 3391 | 3391 | 24.7 |
| muxes | 357 | 357 | 7.83 |
| AOI/OAI and AO/OA | 1795 | 1795 | 19.4 |
| DFF | 1243 | 1243 | 42.0 |
| xor gates and xnor gates | 6 | 6 | 0.0887 |
| other | 0 | 14 | 0 |
| buffers and inverters | 822 | 951 | 5.95 |
-- placed cells by master, fill, tap and decap left out, drive strengths merged, types with 190 or more instances in the layout --
master / n
clkbuf: 195
nand2: 833
dfxtp: 1243
a21oi: 501
clkdlybuf4s50: 379
a211oi: 321
nor2: 1632
nor3: 559
nand3b: 190
buf: 242
o21ai: 420
mux2i: 196
-- sequential cells by signal, summed over array words and instances (netlist names) --
| signal | count |
|---|---|
| state_r | 3 |
| set_0.gen_blk2.l.tag_r | 200 |
| set_0.gen_blk2.l.dirty_r | 8 |
| set_0.gen_blk2.l.data_r | 1024 |
| set_0.gen_blk2.l.valid_r | 8 |
-- layer usage --
layer	vias up	track usage (%)	share of wire (%)
li1	26700	-	-
met5	-	0	0.038
met3	1009	7.83	9.5
met1	28800	36.5	36
met4	16	27.1	11
met2	3299	43.0	43
-- stage by stage --
step / instances / util, % / power, W / hold WS (ns)
detailed placement: 10100 / 33.5 / 0.00192 / 0.444
finish: 10400 / 35.7 / 0.00337 / 0.452
CTS: 10400 / 35.7 / 0.00336 / 0.453
floorplan: 7614 / - / 0.00172 / 0.431
global placement: 10100 / 33.5 / 0.00192 / 0.438
global route: 10400 / 35.7 / 0.00345 / 0.465
-- worst max path at each step --
stage / start / endpoint / slack (ns) / depth (start not counted)
CTS: proc_addr[2] / proc_rdata[0] / 14.99 / 13
global route: proc_addr[2] / proc_stall / 15.18 / 13
finish: proc_addr[2] / mem_wdata[125] / 15.30 / 10
-- worst max-delay path: cells and delay by family --
| family | cells | cell delay (ns) |
|---|---|---|
| AOI/OAI and AO/OA | 2 | 0.40 |
| buffers and inverters | 7 | 3.29 |
| and+or+nand+nor | 1 | 1.17 |
-- power by group --
| group | total, W | internal, W | leakage, nW | switching (W) |
|---|---|---|---|---|
| Clock | 0.00146 | 0.000829 | 2.13 | 0.000630 |
| Sequential | 0.00148 | 0.00147 | 10.0 | 0.00000987 |
| Combinational | 0.000425 | 0.000124 | 12.8 | 0.000301 |
-- cell type report --
class	instances	area [um^2]
diodes	14	35.0
flip-flops and latches	1243	24900
well taps	2624	3280
clock buffers	195	3920
repair buffers	621	5800
multi-input cells	5549	31100
clock inverters	40	380
inverters	95	367
fillers	19600	126000
No activity file was given, so power comes from the tool's default toggle rates.
